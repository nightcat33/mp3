## design/flow/constraint.sdc

```tcl
current_design mux4

set clk_period 2.4
set clk_io_pct 0.2

create_clock -name clk0 -period $clk_period

set non_clock_inputs [all_inputs -no_clocks]
set_input_delay [expr $clk_period * $clk_io_pct] -clock clk0 $non_clock_inputs
set_output_delay [expr $clk_period * $clk_io_pct] -clock clk0 [all_outputs]
```

## design/flow/config.mk

```make
export PLATFORM = sky130hd
export DESIGN_NAME = mux4
export DESIGN_NICKNAME = mux4
export VERILOG_FILES = /design/flow/design.v
export SDC_FILE = /design/flow/constraint.sdc
export NUM_CORES = 4
export LEC_CHECK = 1
export CORE_AREA = 10 10 70 70
export DIE_AREA = 0 0 80 80
```

## design/flow/run.sh

```bash
#!/bin/bash
# OpenROAD 26Q1-2900-gdf79404cd8, Yosys 0.63+post, stock flow scripts
make -C /OpenROAD-flow-scripts/flow DESIGN_CONFIG=/design/flow/config.mk WORK_HOME=/design/flow/orfs finish
```

## design/flow/design.v

```verilog
package lc3b_types;
typedef logic [15:0] lc3b_word;
typedef logic  [7:0] lc3b_byte;
typedef logic  [8:0] lc3b_offset9;
typedef logic  [5:0] lc3b_offset6;
typedef logic  [2:0] lc3b_reg;
typedef logic  [2:0] lc3b_nzp;
typedef logic  [1:0] lc3b_mem_wmask;
typedef enum bit [3:0] {
    op_add  = 4'b0001,
    op_and  = 4'b0101,
    op_br   = 4'b0000,
    op_jmp  = 4'b1100,    
    op_jsr  = 4'b0100,    
    op_ldb  = 4'b0010,
    op_ldi  = 4'b1010,
    op_ldr  = 4'b0110,
    op_lea  = 4'b1110,
    op_not  = 4'b1001,
    op_rti  = 4'b1000,
    op_shf  = 4'b1101,
    op_stb  = 4'b0011,
    op_sti  = 4'b1011,
    op_str  = 4'b0111,
    op_trap = 4'b1111
} lc3b_opcode;
typedef enum bit [3:0] {
    alu_add,
    alu_and,
    alu_not,
    alu_pass,
    alu_sll,
    alu_srl,
    alu_sra
} lc3b_aluop;
typedef struct packed {
             lc3b_opcode opcode;
             lc3b_aluop aluop;
             logic load_cc;
             logic load_regfile;
             logic [1:0] pc_sel;
} lc3b_control_word;
endpackage : lc3b_types
interface wishbone (input wire CLK);
  logic [127:0] DAT_M, DAT_S;
  logic ACK, CYC, STB, RTY, WE;
  logic [11:0] ADR;
  logic [15:0] SEL;
  modport master (
	input DAT_S, CLK, ACK, RTY,
	output DAT_M, CYC, STB, WE, SEL, ADR
  );
  modport slave (
	input DAT_M, CLK, CYC, STB, WE, SEL, ADR,
	output DAT_S, ACK, RTY
  );
endinterface
module mux4 #(parameter width = 16)
(
	input [1:0] sel,
	input [width-1:0] a, b, c, d,
	output logic [width-1:0] f
);
always_comb
begin
	if (sel == 2'b00)
		f = a;
	else if (sel == 2'b01)
		f = b;
	else if(sel == 2'b10)
		f = c;
	else
		f = d;
end
endmodule : mux4
```

==> run_results.csv <==
group,metric,value,unit
floorplan,die_height,80,um
global_route,grt_use_met3,5.00,%
drt,diodes,0,
floorplan,core,0.00342,mm^2
worst_setup_path,cp_slowest_stage_delay,0.50,ns
worst_setup_path,end_kind,"output pin",
yosys,ys_types,5,
timing,rsz0062_at_grt,"no",
drt,drt_iter0_drc,6,
yosys,ys_cells,20,
cells_and_area,drive_above_1_share,14.7,%
timing,finalClockPeriodUsage,98.2,%
yosys,synth_area,424,um^2
pwr,power_leakage,0.485,nW
drt,drtPass1Iterations,2,
pwr,netSwitchingFraction,17.3,%
cells_and_area,comb_area,383,um^2
worst_setup_path,critPathSlowestCell,"clkdlybuf4s50_1",
cells_and_area,design.seq.count,0,
yosys,postSynthSeqShare,0,%
cells_and_area,post-route-cell-area,0.00132,mm^2
pwr,comb_power_share,100.0,%
drt,drc,0,
cells_and_area,num-clock-buffers,0,
drt,vias,602,
worst_setup_path,worstPathCellList,"clkdlybuf4s50_1, buf_12, mux4_2, clkdlybuf4s50_1",
floorplan,fp.dieW,80,um
pwr,power_density,168,mW/mm^2
cells_and_area,layout.cells.non_filler,148,
hold_path,hold_path.class,"in2out",
timing,setup_violations,0,
worst_setup_path,crit_fanout,16,
global_route,grt_use_met2,11.4,%
yosys,ys_warn_count,1,
clock_network,cts_setup_buffers,0,
cells_and_area,fillers,352,
run,warnings,32,
place,dp_cells,147,
global_route,grt_pass1_vias,745,
place,io_buffers,82,
worst_setup_path,crit_arrival,1.88,ns
yosys,ys_area,424,um^2
floorplan,pin_count,82,
timing,final-max-slew-violation-count,0,
worst_setup_path,startpoint_type,"input port",
global_route,top_usage_layer,"met2",
pwr,power_switching,0.0384,mW
place,place.gp.congestion,0.817,
floorplan,rows,21,
worst_setup_path,critPathKind,"in2out",
run,max-cap-violations,0,
global_route,grt_pass1_wl,3860,um
pwr,internal-power,0.184,mW
yosys,avgSynthCellArea,21.2,um^2
global_route,antenna_found_initial,0,
global_route,globalRouteMet1Util,9.64,%
drt,wl_per_cell,16.9,um
timing,fmax,424,MHz
worst_setup_path,cp_common_cell,"clkdlybuf4s50_1",
cells_and_area,area.sequential,0,um^2
pwr,ir_worst_vdd,63.9,uV
drt,wl,2500,um
global_route,grt_usage,7.63,%
drt,vias_per_cell,4.07,
timing,fin_crit,2.36,ns
place,placed_area,0.00130,mm^2
floorplan,fp_util,12.4,%
floorplan,dieArea,0.00640,mm^2
yosys,synth_cells,20,
timing,hold_viol,0,
timing,slew_headroom,92.3,%
timing,tightest_slew,0.116,ns
global_route,overflow,0,
worst_setup_path,required,1.92,ns
run_status,run_status,"completed",
pwr,p_seq_share,0,%
global_route,grt_max_degree,17,
drt,antenna_left,0,
pwr,clkPwrFrac,0,%
cells_and_area,area_growth,211,%
per-stage QoR:
step / hold WS [ns] / setup TNS (ns) / util, % / setup WS [ns] / total power, mW
after global placement: 2.09 / -3.28 / 37.9 / -0.255 / 0.222
final: 1.64 / 0 / 38.6 / 0.0424 / 0.222
after global routing: 1.72 / 0 / 38.6 / 0.00132 / 0.239
after CTS: 2.02 / 0 / 38.4 / 0.0329 / 0.226
after floorplan: 1.12 / 0 / - / 0.728 / 0.0563
after detailed placement: 2.08 / -3.43 / 37.9 / -0.266 / 0.223
cells in the mapped netlist, drive strengths merged:
| master | instances | area (um^2) |
|---|---|---|
| buf | 4 | 41.3 |
| mux4 | 16 | 383 |
layout make-up:
cell class	count	area share (%)
well taps	46	4.36
multi-input cells	16	29.0
repair buffers	86	66.6
critical path, delay by kind of cell:
| family | cells | cell delay (ns) |
|---|---|---|
| buf+inv | 3 | 1.08 |
| mux | 1 | 0.30 |
cell families (layout without fill, tap and decap cells):
kind of cell | count (synthesis) | count (layout) | synth area share [%]
mux | 16 | 16 | 90.3
buf+inv | 4 | 86 | 9.73
what timing repair did:
action	in CTS	in global routing
gates cloned	1	0
setup endpoints to repair	16	2
resized	5	3
hold buffers	0	0
worst paths after layout:
| kind | startpoint | endpoint | slack (ns) | depth (start not counted) |
|---|---|---|---|---|
| worst max-delay path | sel[1] | f[0] | 0.04 | 4 |
| worst min-delay path | sel[0] | f[12] | 1.64 | 4 |
placed cells by master (no fill, tap or decap), drive strengths merged:
cell type and instances:
buf 3, clkbuf 1, clkdlybuf4s15 1, clkdlybuf4s50 80, dlymetal6s2s 1, mux4 16
power groups by stage:
| stage | Combinational, mW | Clock, mW | Sequential [mW] |
|---|---|---|---|
| final | 0.222 | 0 | 0 |
| after global routing | 0.239 | 0 | 0 |
| after CTS | 0.226 | 0 | 0 |
routing by layer:
layer / part of all wire (%) / vias up
li1: - / 276
met1: 42 / 259
met2: 37 / 67
met3: 20 / 0
met4: 0 / 0
met5: 0 / -
No activity file was given, so power comes from the tool's default toggle rates.
