==> ./run.sh <==
#!/bin/bash
# OpenROAD 26Q1-2900-gdf79404cd8, Yosys 0.63+post, stock flow scripts
make -C /OpenROAD-flow-scripts/flow DESIGN_CONFIG=/design/flow/config.mk WORK_HOME=/design/flow/orfs finish
==> ./config.mk <==
export PLATFORM = sky130hd
export DESIGN_NAME = register
export DESIGN_NICKNAME = register
export VERILOG_FILES = /design/flow/design.v
export SDC_FILE = /design/flow/constraint.sdc
export NUM_CORES = 4
export LEC_CHECK = 1
export CORE_AREA = 10 10 70 70
export DIE_AREA = 0 0 80 80
==> ./constraint.sdc <==
current_design register

set clk_period 1.0
set clk_io_pct 0.2

create_clock -name clk0 -period $clk_period [get_ports {clk}]

set non_clock_inputs [all_inputs -no_clocks]
set_input_delay [expr $clk_period * $clk_io_pct] -clock clk0 $non_clock_inputs
set_output_delay [expr $clk_period * $clk_io_pct] -clock clk0 [all_outputs]
==> ./design.v <==
package lc3b_types;
typedef logic [15:0] lc3b_word;
typedef logic  [7:0] lc3b_byte;
typedef logic  [8:0] lc3b_offset9;
typedef logic  [5:0] lc3b_offset6;
typedef logic  [2:0] lc3b_reg;
typedef logic  [2:0] lc3b_nzp;
typedef logic  [1:0] lc3b_mem_wmask;
typedef enum bit [3:0] {
    op_add  = 4'b0001,
    op_and  = 4'b0101,
    op_br   = 4'b0000,
    op_jmp  = 4'b1100,    
    op_jsr  = 4'b0100,    
    op_ldb  = 4'b0010,
    op_ldi  = 4'b1010,
    op_ldr  = 4'b0110,
    op_lea  = 4'b1110,
    op_not  = 4'b1001,
    op_rti  = 4'b1000,
    op_shf  = 4'b1101,
    op_stb  = 4'b0011,
    op_sti  = 4'b1011,
    op_str  = 4'b0111,
    op_trap = 4'b1111
} lc3b_opcode;
typedef enum bit [3:0] {
    alu_add,
    alu_and,
    alu_not,
    alu_pass,
    alu_sll,
    alu_srl,
    alu_sra
} lc3b_aluop;
typedef struct packed {
             lc3b_opcode opcode;
             lc3b_aluop aluop;
             logic load_cc;
             logic load_regfile;
             logic [1:0] pc_sel;
} lc3b_control_word;
endpackage : lc3b_types
interface wishbone (input wire CLK);
  logic [127:0] DAT_M, DAT_S;
  logic ACK, CYC, STB, RTY, WE;
  logic [11:0] ADR;
  logic [15:0] SEL;
  modport master (
	input DAT_S, CLK, ACK, RTY,
	output DAT_M, CYC, STB, WE, SEL, ADR
  );
  modport slave (
	input DAT_M, CLK, CYC, STB, WE, SEL, ADR,
	output DAT_S, ACK, RTY
  );
endinterface
module register #(parameter width = 16)
(
    input clk,
    input load,
    input [width-1:0] in,
    output logic [width-1:0] out
);
logic [width-1:0] data;
initial
begin
    data = 1'b0;
end
always_ff @(posedge clk)
begin
    if (load)
    begin
        data = in;
    end
end
always_comb
begin
    out = data;
end
endmodule : register
==> results.sh <==
# implementation run metrics
export IMPL_tritoncts="done"
export IMPL_grt_max_degree=17
export IMPL_ys_ff=16
export IMPL_dp_cells=96
export IMPL_final_cells=100
export IMPL_dieWidth_um=80
export IMPL_min_period_over_period_pct=97.8
export IMPL_h_tree_depth=1
export IMPL_yosysCellCount=16
export IMPL_yosysWarnings=1
export IMPL_fin_crit_ps=978
export IMPL_routedWlPerCell_um=12.5
export IMPL_grt_overflow=0
export IMPL_crit_fanout=1
export IMPL_nMultiInputCombCells=0
export IMPL_portBuffers=33
export IMPL_row_count=21
export IMPL_drt_total_wl_um=1250
export IMPL_seq_area_um2=480
export IMPL_logic_area_um2=0
export IMPL_yosysTopAreaCellShare_pct=100
export IMPL_hold_buffers=0
export IMPL_slew_violations=0
export IMPL_fp_util_pct=14.1
export IMPL_ant_nets=0
export IMPL_worstMarginPinSlew_ps=108
export IMPL_postSynthAreaPerCell_um2=30.0
export IMPL_syn_area_um2=480
export IMPL_start_kind="flop"
export IMPL_grt_pass1_wl_um=1870
export IMPL_lay_top_count="clkdlybuf4s50_1"
export IMPL_die_area_mm2=0.00640
export IMPL_top_cells_by_area="edfxtp_1"
export IMPL_vias_per_cell=3.00
export IMPL_dr_pass1_iters=2
export IMPL_fin_area_um2=835
export IMPL_holdCritPathClass="in2reg"
export IMPL_synthDistinctLibCells=1
export IMPL_post_route_drc_count=0
export IMPL_grt_usage_pct=3.85
export IMPL_fa_ha_area_share_pct=0
export IMPL_slowest_delay_ps=370
export IMPL_cts_buffers=3
export IMPL_coreArea_mm2=0.00342
export IMPL_relSlewSlack_pct=92.7
export IMPL_fillers=376
export IMPL_antenna_found_initial=0
export IMPL_mux_area_share_pct=0
export IMPL_pin_count=34
export IMPL_critPathLaunch="data[10]"
export IMPL_xor_share_pct=0
export IMPL_yosysTopAreaCell="edfxtp_1"
export IMPL_cts_buffer_depth=2
export IMPL_vias=300
export IMPL_yosysChipArea_um2=480
export IMPL_yosysSeqAreaShare_pct=100
export IMPL_crit_required_ps=800
export IMPL_max_vdd_ir_drop_uv=408
export IMPL_drt_iter0_drc=5
export IMPL_arrival_ps=780
export IMPL_crit_type="reg2out"
export IMPL_path_depth=1
export IMPL_max_freq_mhz=1020
export IMPL_critPathCapture="out[10]"
export IMPL_power_w=0.00127
export IMPL_path_clk_slew_ps=90
export IMPL_place_gp_congestion=0.778
export IMPL_critPathTopFamily="flip-flops"
export IMPL_cp_cell_sequence="buf_2"
export IMPL_dpl_hpwl_um=1010
export IMPL_largest_reg_flops=16
export IMPL_leakagePower_nw=0.311
export IMPL_synthSimpleGateAreaFrac_pct=0
export IMPL_layout_drive_gt1_share_pct=37.0
export IMPL_postPlaceCellArea_um2=888
export IMPL_diodes=0
export IMPL_power_density_mw_per_mm2=1530
export IMPL_mostFrequentLayoutCells="clkdlybuf4s50_1, edfxtp_1, buf_2, clkbuf_4"
export IMPL_cts_setup_buffers=0
export IMPL_compound_area_share_pct=0
export IMPL_die_h_um=80
export IMPL_rsz0062_at_grt="true"
export IMPL_cp_slowest_cell="edfxtp_1"
export IMPL_finalSetupTns_ps=0
export IMPL_setup_viol=0
export IMPL_clockRootBuffer="clkbuf_4"
export IMPL_grt_pass1_vias=359
export IMPL_cp_num_buf_inv=1
export IMPL_post_route_util_pct=24.4
export IMPL_crit_path_end_kind="primary output"
export IMPL_area_growth_pct=73.7
export IMPL_clock_sinks=16
export IMPL_status="finished clean"
export IMPL_hold_viol_final=0
export IMPL_max_cap_viol_count=0
export IMPL_warnings=27
export IMPL_syn_inst=16
-- routing by layer --
metal	GRT usage [%]	wire length (um)	share of wire, %	vias to the layer above
li1	-	-	-	139
met2	4.65	462	37	25
met3	3.30	240	19	2
met4	1.06	34	2.7	0
met1	4.95	516	41	134
met5	0	0	0	-
-- timing repair --
item | in CTS | in global routing
resized | 48 | 0
gates cloned | 0 | 0
setup endpoints to repair | 16 | 14
-- cell families after synthesis --
| kind of cell | count (synthesis) |
|---|---|
| flops | 16 |
-- how the worst min path moves through the flow --
stage | end | slack, ps | start | depth (start not counted)
after CTS | data[8] | 450 | in[8] | 1
after global routing | data[9] | 450 | in[9] | 1
final | data[8] | 460 | in[8] | 1
-- report_power, final --
part	switching (W)	internal [W]	total, W	leakage, nW
logic	0.0000310	0.0000958	0.000127	0.139
registers	0.0000102	0.000795	0.000805	0.157
clock network	0.000198	0.000145	0.000343	0.0154
total	0.000239	0.00104	0.00127	0.311
-- cells in the mapped netlist --
| cell type | count |
|---|---|
| edfxtp_1 | 16 |
-- through the flow --
stage	hold slack (ps)	worst slack, ps
after floorplan	299	501
after global placement	756	-172
after detailed placement	760	-176
after CTS	454	-3.39
after global routing	449	-37.2
final	464	22.3
-- cell type report --
type / instances / area share, %
Sequential cell: 16 / 57.6
Tap cell: 46 / 6.90
Clock buffer: 3 / 2.70
Timing Repair Buffer: 34 / 32.4
Clock inverter: 1 / 0.450
Power figures rest on the tool's default switching activity, not on a simulated workload.
