## flow/config.mk

```make
export PLATFORM = sky130hd
export DESIGN_NAME = plus2
export DESIGN_NICKNAME = plus2
export VERILOG_FILES = /design/flow/design.v
export SDC_FILE = /design/flow/constraint.sdc
export NUM_CORES = 4
export LEC_CHECK = 1
export CORE_AREA = 10 10 70 70
export DIE_AREA = 0 0 80 80
```

## flow/design.v

```verilog
package lc3b_types;
typedef logic [15:0] lc3b_word;
typedef logic  [7:0] lc3b_byte;
typedef logic  [8:0] lc3b_offset9;
typedef logic  [5:0] lc3b_offset6;
typedef logic  [2:0] lc3b_reg;
typedef logic  [2:0] lc3b_nzp;
typedef logic  [1:0] lc3b_mem_wmask;
typedef enum bit [3:0] {
    op_add  = 4'b0001,
    op_and  = 4'b0101,
    op_br   = 4'b0000,
    op_jmp  = 4'b1100,    
    op_jsr  = 4'b0100,    
    op_ldb  = 4'b0010,
    op_ldi  = 4'b1010,
    op_ldr  = 4'b0110,
    op_lea  = 4'b1110,
    op_not  = 4'b1001,
    op_rti  = 4'b1000,
    op_shf  = 4'b1101,
    op_stb  = 4'b0011,
    op_sti  = 4'b1011,
    op_str  = 4'b0111,
    op_trap = 4'b1111
} lc3b_opcode;
typedef enum bit [3:0] {
    alu_add,
    alu_and,
    alu_not,
    alu_pass,
    alu_sll,
    alu_srl,
    alu_sra
} lc3b_aluop;
typedef struct packed {
             lc3b_opcode opcode;
             lc3b_aluop aluop;
             logic load_cc;
             logic load_regfile;
             logic [1:0] pc_sel;
} lc3b_control_word;
endpackage : lc3b_types
interface wishbone (input wire CLK);
  logic [127:0] DAT_M, DAT_S;
  logic ACK, CYC, STB, RTY, WE;
  logic [11:0] ADR;
  logic [15:0] SEL;
  modport master (
	input DAT_S, CLK, ACK, RTY,
	output DAT_M, CYC, STB, WE, SEL, ADR
  );
  modport slave (
	input DAT_M, CLK, CYC, STB, WE, SEL, ADR,
	output DAT_S, ACK, RTY
  );
endinterface
module plus2 #(parameter width = 16)
(
    input [width-1:0] in,
    output logic [width-1:0] out
);
assign out = in + 4'h2;
endmodule : plus2
```

## flow/run.sh

```bash
#!/bin/bash
# OpenROAD 26Q1-2900-gdf79404cd8, Yosys 0.63+post, stock flow scripts
make -C /OpenROAD-flow-scripts/flow DESIGN_CONFIG=/design/flow/config.mk WORK_HOME=/design/flow/orfs finish
```

## flow/constraint.sdc

```tcl
current_design plus2

set clk_period 3.9
set clk_io_pct 0.2

create_clock -name clk0 -period $clk_period

set non_clock_inputs [all_inputs -no_clocks]
set_input_delay [expr $clk_period * $clk_io_pct] -clock clk0 $non_clock_inputs
set_output_delay [expr $clk_period * $clk_io_pct] -clock clk0 [all_outputs]
```

==> job_summary.md <==
## Implementation flow summary

| Metric | Value |
|---|---|
| Min-Delay Startpoint | in[0] |
| Hold Path Cell Cnt | 0 |
| Flop count | 0 |
| P_leak | 0.223 nW |
| Min-delay worst type | in -> out |
| Largest delay share family, worst path | buffers and inverters |
| Gpl congestion | 0.768 |
| Chip area in the Yosys report | 288 um2 |
| Critical path's slowest cell | clkdlybuf4s50_1 |
| CP Data Arrival Time | 2.68 ns |
| Grt ovf | 0 |
| Ports | 32 |
| Cells after DPL | 114 |
| Unique cell types | 13 |
| Fin. max-slew vios | 0 |
| Fin crit share | 0.887 |
| Pwr per Cell Area | 84.0 nW/um2 |
| Initial Util | 0.0842 |
| Leading area contributor after synthesis | xor2_1 |
| Reg area | 0 um2 |
| Post-synthesis instance area | 288 um2 |
| Final setup vio count | 0 |
| First-pass GRT wire length | 1.70 mm |
| Drt first pass iters | 2 |
| Number of global-route vias before repair | 340 |
| Top area contributor share | 0.243 |
| Synth cell count leaders | 8 x xor2_1, 6 x nand3_1, 5 x xnor2_1 |
| Seq/Total Area, Yosys | 0 |
| Crit path buffers/inverters | 2 |
| XOR/XNOR Area Share | 0.396 |
| Die span in x | 80 um |
| Yosys stat cell total | 39 |
| WL per Instance | 9.79 um |
| AO/OA Area Share | 0 |
| CLK BUF | 0 |
| Synthesized netlist cell count | 39 |
| Min cycle time layout | 3.46 ns |
| Largest net degree at the start of global routing | 9 |
| Worst Setup End Kind | primary output |
| Crit Path Class | in -> out |
| CP Cell Sequence | clkdlybuf4s50_1 > ha_1 > nand2_1 > nor4_2 > xor2_1 > clkdlybuf4s50_1 |
| Die H | 80 um |
| Layout cells sized above 1 | 0.0588 |
| Synth warn | 0 |
| Antenna-violating nets left | 0 |
| Max-Slew Margin vs Limit | 0.838 |
| Hold_buf cts | 0 |
| Simple share | 0.496 |
| Endpoint, Worst Hold | out[0] |
| Cell mode on critical path | clkdlybuf4s50_1 |
| Vias | 378 |
| Worst-path fanout max | 5 |
| Worst Setup Start Kind | input pin |
| FMAX | 289 MHz |
| Final Hold Fails | 0 |
| Peak supply drop | 0.0169 mV |
| Adder share | 0.0435 |
| Row cnt | 21 |
| Status | completed |
| Post-CTS Setup Inserts | 0 |
| Post-route insts no fill | 114 |
| Syn avg cell area | 7.38 um2 |
| RSZ-0062 raised after global routing | no |
| Core Box Area | 3420 um2 |
| DP HPWL | 1.03 mm |
| DR iter-0 viols | 19 |
| Crit-path max cell delay | 0.55 ns |
| CTS resizes | 0 |
| Gr usage total | 0.0314 |
| Fin Setup TNS | 0 ns |
| Tool warnings | 32 |
| Main logic family | simple AND/OR/NAND/NOR gates |
| Max Cap Viol | 0 |
| IO Port Bufs | 30 |
| Worst Max-Slew Pin Slew | 0.242 ns |
| Vias per cell | 3.32 |
| Die Size | 6400 um2 |
| Residual DRC | 0 |
| Final wirelength | 1.12 mm |
| Ant. Diodes | 0 |
| Initial antenna violation count | 0 |
| WP data required | 3.12 ns |
| Count leader, synth | xor2_1 |
| Biggest area cells | xor2_1 24%, xnor2_1 15%, nor4_2 13% |
| Mux cell area share after synthesis | 0 |
| Area delta synth->final | 122% |
worst max-delay path by stage:
| stage | start | endpoint | depth (start not counted) |
|---|---|---|---|
| after CTS | in[1] | out[15] | 6 |
| after global routing | in[1] | out[13] | 6 |
| final | in[1] | out[15] | 6 |
final cells by class:
cell class,instances,area [um2]
fillers,379,2780
inverters,3,11.3
multi-input cells,35,269
well taps,46,57.6
repair buffers,30,300
layout by cell type (no fill, tap or decap), drive strengths merged:
cell type      instances
nand2                  3
xnor2                  5
nand4                  2
nor2                   1
ha                     1
inv                    3
xor2                   8
clkdlybuf4s50         30
nor4                   3
nor3                   4
nand3                  6
and3                   2
per-layer routing:
metal | routed length, um | track usage | up-vias
met5 | 0 | 0 | -
met2 | 451 | 0.0490 | 19
met1 | 536 | 0.0455 | 164
met4 | 0 | 0 | 0
met3 | 128 | 0.00682 | 0
li1 | - | - | 195
kinds of logic after synthesis:
group                    after synthesis
AND/OR/NAND/NOR                       21
buffers and inverters                  4
adder cells (fa/ha/maj)                1
XOR/XNOR                              13
power breakdown:
| group | internal, mW | leakage [nW] | switching (mW) |
|---|---|---|---|
| logic | 0.0361 | 0.223 | 0.0175 |
| registers | 0 | 0 | 0 |
| clock network | 0 | 0 | 0 |
metrics by stage:
step	setup WS, ns	instance area, um2	power (mW)	hold slack, ns	util
floorplan	1.64	288	0.0114	1.57	-
global placement	0.471	638	0.0547	1.56	0.187
detailed placement	0.428	638	0.0544	1.56	0.187
CTS	0.425	638	0.0548	1.56	0.187
global route	0.302	638	0.0586	1.56	0.187
finish	0.439	638	0.0536	1.56	0.187
Power and IR drop assume default switching activity.
